==> design.v <==
module instr_mem (
	clk,
	memRead,
	memWrite,
	address,
	imem_in,
	imem_out
	);
input  clk, memRead, memWrite;
input [6:0] address;
input [31:0] imem_in;
output [31:0] imem_out;
reg [31:0] imem_out;
always @ (posedge clk)
begin
	imem_out = 32'b00000000000000000000000000000000;
	if (memRead) begin
		case (address)
			7'b0000000 : imem_out = 32'b00000000011100000000100000010011;
			7'b0000100 : imem_out = 32'b00000000000000000010001000010111;
			7'b0001000 : imem_out = 32'b11111111110000100000001000010011;
			7'b0001100 : imem_out = 32'b00000000000000000010001010010111;
			7'b0010000 : imem_out = 32'b00000001000000101000001010010011;
			7'b0010100 : imem_out = 32'b01000000000000000000011010110111;
			7'b0011000 : imem_out = 32'b11111111111101101000011010010011;
			7'b0011100 : imem_out = 32'b00000010000010000000001001100011;
			7'b0100000 : imem_out = 32'b00000000000000100010010000000011;
			7'b0100100 : imem_out = 32'b00000010000001000000010100110011;
			7'b0101000 : imem_out = 32'b00000000010000100000001000010011;
			7'b0101100 : imem_out = 32'b11111111111110000000100000010011;
			7'b0110000 : imem_out = 32'b00000000110101010010010110110011;
			7'b0110100 : imem_out = 32'b11111110000001011000010011100011;
			7'b0111000 : imem_out = 32'b00000000000001010000011010110011;
			7'b0111100 : imem_out = 32'b11111110000111111111000011101111;
			7'b1000000 : imem_out = 32'b00000000110100101010000000100011;
			7'b1000100 : imem_out = 32'b00000000000000000000000011101111;
			7'b1001000 : imem_out = 32'b00000000000000000000000000010011;
		endcase
	end
end
endmodule
==> run.sh <==
#!/bin/bash
# OpenROAD 26Q1-2900-gdf79404cd8, Yosys 0.63+post, stock flow scripts
make -C /OpenROAD-flow-scripts/flow DESIGN_CONFIG=/design/flow/config.mk WORK_HOME=/design/flow/orfs finish
==> config.mk <==
export PLATFORM = sky130hd
export DESIGN_NAME = instr_mem
export DESIGN_NICKNAME = instr_mem
export VERILOG_FILES = /design/flow/design.v
export SDC_FILE = /design/flow/constraint.sdc
export NUM_CORES = 4
export LEC_CHECK = 1
export CORE_AREA = 10 10 99 99
export DIE_AREA = 0 0 109 109
==> constraint.sdc <==
current_design instr_mem

set clk_period 2.9
set clk_io_pct 0.2

create_clock -name clk0 -period $clk_period [get_ports {clk}]

set non_clock_inputs [all_inputs -no_clocks]
set_input_delay [expr $clk_period * $clk_io_pct] -clock clk0 $non_clock_inputs
set_output_delay [expr $clk_period * $clk_io_pct] -clock clk0 [all_outputs]
==> impl_metrics.csv <==
group,metric,value,unit
status,status,"completed",
power,internal-power,0.5363,mW
setup_path,slowest_stage,"clkdlybuf4s50_1",
detailed_routing,drtPass1Iterations,4,
synth,top_cell,"dfxtp_1",
detailed_routing,diodes,0,
floorplan,rows,32,
floorplan,die-height,109,um
synth,synth.cell_area,1349,um2
setup_path,cp_cell_sequence,"clkdlybuf4s50_1 -> buf_4 -> nor3b_1 -> o21ai_1 -> a21oi_1",
cts,cts_tree,"yes",
timing,fin_ws,791.7,ps
cts,path_clk_slew,80,ps
job,warnings,58,
synth,yosys_cells,142,
synth,ys_top_cells_by_area,"dfxtp_1, a21oi_1, buf_6, buf_4, nand3b_4",
global_route,antenna_found_initial,0,
timing,finalCritPeriodShare,72.70,%
floorplan,core,7727,um2
synth,top_area_cell,"dfxtp_1",
cts,numCtsBuffers,3,
power,vdd_drop_max,0.0001398,V
setup_path,arrival,2300,ps
synth,yosys.stat.seqShare,38.59,%
synth,avgSynthCellArea,9.499,um2
power,p_comb_share,15.9,%
floorplan,die_area,11880,um2
timing,drv_slew,0,
synth,synth_cell_type_count,43,
synth,netlist.area_leader.share,38.59,%
synth,flop_cell,"dfxtp_1",
cts,ctsHoldBuffers,0,
setup_path,max_stage_delay,950,ps
power,power_frac_clock,32.6,%
finish,drive_above_1_share,12.79,%
cts,root_buffer,"clkbuf_8",
placement,dpl_worst_slack,560.2,ps
cts,cts.sinks,26,
power,seqPwrFrac,51.5,%
timing,relSlewSlack,50.45,%
power,pwr_density_cell,390.8,nW/um2
finish,final_util,23.38,%
global_route,grtUsageTotal,5.615,%
setup_path,crit_required,3090,ps
detailed_routing,drc,0,
timing,hold_viol,0,
synth,async_reset_ff_share,0,%
setup_path,cpLargestDelayFamily,"buffers and inverters",
synth,ys_chip_area,1349,um2
cts,cts_setup_buffers,0,
power,swShare,24.06,%
setup_path,path_buffers,2,
synth,ys_ff,26,
timing,rsz0062_at_grt,"false",
timing,fin_setup_tns,0,ps
detailed_routing,num_vias,1053,
setup_path,critPathCaptureType,"flip-flop",
synth,syn_inst,142,
setup_path,crit_path_max_fanout,15,
placement,post-dp-hpwl,2.564,mm
detailed_routing,antenna_left,0,
global_route,grt_max_degree,18,
detailed_routing,wirelength,3.385,mm
timing,fin_crit,2108,ps
min_path,min_path_type,"input port to flip-flop",
global_route,grt_pass1_vias,1082,
timing,timing.fmax,0.4743,GHz
cts,cts_buffer_depth,2,
placement,port-buffer-count,40,
global_route,gr-total-overflow,0,
synth,edf_count,0,
setup_path,critical_path_class,"input port to flip-flop",
synth,top_cells_by_count,"dfxtp_1, a21oi_1, nand2_1, nor2_1, buf_4",
synth,yosysWarnings,1,
floorplan,fp_util,17.45,%
finish,largest_register_ffs,26,
finish,area_growth,33.95,%
power,p_switching,0.1699,mW
detailed_routing,wire_per_inst,12.35,um
placement,gp_congestion,0.8142,
setup_path,startpoint_type,"input port",
floorplan,ios,74,
global_route,grt_first_pass_wirelength,5.526,mm
power,p_leak,0.6400,nW
job,drv_cap,0,
finish,num-fill-cells,828,
detailed_routing,vias_per_cell,3.843,
cts,cts_resized,0,
timing,worstMarginPinSlew,741.0,ps
timing,finalSetupViolations,0,
detailed_routing,dr.first_iter.drc_count,87,
cts,cts_max_level,1,
floorplan,die_w,109,um
==> through the flow <==
stage                     std cells  total power, mW  hold WS, ps  area [um2]
after floorplan                 142           0.4552        743.5        1349
after global placement          270           0.4838         1238        1752
after detailed placement        270           0.4845         1237        1752
after CTS                       274           0.7174        946.2        1807
after global routing            274           0.7455        989.6        1807
final                           274           0.7061        948.6        1807
==> logic make-up after synthesis <==
kind of cell    after synthesis  share of synthesized area, %
mux                           1                        0.7421
buf+inv                      21                         12.61
flops                        26                         38.59
compound gates               42                         20.04
xor+xnor                      2                         1.299
simple gates                 50                         26.72
==> power groups by stage <==
| stage | Sequential, mW | Combinational (mW) | Clock, mW |
|---|---|---|---|
| after CTS | 0.364 | 0.113 | 0.240 |
| after global routing | 0.365 | 0.125 | 0.256 |
| final | 0.364 | 0.112 | 0.230 |
==> layout by cell type, fill, tap and decap left out, drive strengths merged, types with 3 or more instances in the layout <==
| cell | synthesis | layout |
|---|---|---|
| clkdlybuf4s50 | 0 | 40 |
| dfxtp | 26 | 26 |
| a21oi | 16 | 16 |
| nor2 | 11 | 11 |
| nand2 | 9 | 9 |
| o21ai | 9 | 9 |
| nor2b | 5 | 5 |
| buf | 19 | 5 |
| nand2b | 5 | 5 |
| clkbuf | 0 | 4 |
| nand3b | 4 | 4 |
| nor3 | 4 | 4 |
| a21o | 3 | 3 |
| nand3 | 3 | 3 |
| o22ai | 3 | 3 |
| and3 | 3 | 3 |
| nor3b | 3 | 3 |
==> final timing paths <==
kind	from	to	depth (start not counted)
setup / recovery	address[3]	imem_out[4]	5
hold / removal	memRead	imem_out[14]	2
==> metal layers <==
layer	global-route usage (%)	routed length (um)	vias to the layer above
li1	-	-	557
met1	8.191	1686	461
met2	8.226	1400	33
met3	1.732	282	2
met4	0.5650	14	0
met5	0	0	-
==> layout make-up <==
| type | instances | area [um2] | area share (%) |
|---|---|---|---|
| clock buffer | 4 | 55.05 | 3.047 |
| sequential | 26 | 520.5 | 28.81 |
| timing repair buffer | 45 | 437.9 | 24.24 |
| multi-input combinational | 95 | 658.1 | 36.43 |
| inverter | 2 | 7.507 | 0.4155 |
| tap | 102 | 127.6 | 7.064 |
No activity file was given, so power comes from the tool's default toggle rates.
